--- flow/constraint.sdc ---
current_design adder8

set clk_period 4.1
set clk_io_pct 0.2

create_clock -name clk0 -period $clk_period

set non_clock_inputs [all_inputs -no_clocks]
set_input_delay [expr $clk_period * $clk_io_pct] -clock clk0 $non_clock_inputs
set_output_delay [expr $clk_period * $clk_io_pct] -clock clk0 [all_outputs]
--- flow/run.sh ---
#!/bin/bash
# OpenROAD 26Q1-2900-gdf79404cd8, Yosys 0.63+post, stock flow scripts
make -C /OpenROAD-flow-scripts/flow DESIGN_CONFIG=/design/flow/config.mk WORK_HOME=/design/flow/orfs finish
--- flow/config.mk ---
export PLATFORM = sky130hd
export DESIGN_NAME = adder8
export DESIGN_NICKNAME = adder8
export VERILOG_FILES = /design/flow/design.v
export SDC_FILE = /design/flow/constraint.sdc
export NUM_CORES = 4
export LEC_CHECK = 1
export CORE_AREA = 10 10 70 70
export DIE_AREA = 0 0 80 80
--- flow/design.v ---
`timescale 1ns / 1ps
`timescale 1ns / 1ps
module adder1(l0,l1,carry,mode,sum,carry_out);
input l0,l1,carry,mode;
output reg sum;
output reg carry_out;
always@(l0 or l1 or carry)
if(mode)
begin
    sum<=l0^l1^carry;
    carry_out<= (l0 & carry) | (l0 & l1) | (l1 & carry);
end
else
begin
    sum<=l0^(~l1)^carry;
    carry_out<= (l0 & carry) | (l0 & ~l1) | (~l1 & carry);
end
endmodule
module adder8(data0,data1,mode,sum,final_carry_out,overflow);
input [0:7] data0, data1;
input mode;
output [0:7]sum;
output final_carry_out;
output overflow;
wire carry1,carry2,carry3,carry4;
wire carry5,carry6,carry7;
reg carryx;
always@(mode)
begin
if (mode==1)
    carryx<=1'b0;
else
    carryx<=1'b1;
end
adder1 A1(data0[0],data1[0],carryx,mode,sum[0],carry1);
adder1 A2(data0[1],data1[1],carry1,mode,sum[1],carry2);
adder1 A3(data0[2],data1[2],carry2,mode,sum[2],carry3);
adder1 A4(data0[3],data1[3],carry3,mode,sum[3],carry4);
adder1 A5(data0[4],data1[4],carry4,mode,sum[4],carry5);
adder1 A6(data0[5],data1[5],carry5,mode,sum[5],carry6);
adder1 A7(data0[6],data1[6],carry6,mode,sum[6],carry7);
adder1 A8(data0[7],data1[7],carry7,mode,sum[7],final_carry_out);
assign overflow=final_carry_out ^ carry7;
endmodule
==> impl_metrics.py <==
# Metrics from the implementation run
metrics = {
    "synth": {
        "synthCells": 127,
        "syn_avg_cell_area_um2": 7.32,
        "area_leaders": "xnor2_1 14%, buf_4 7.3%, xor2_1 5.7%, o311a_1 4.3%, nor3b_1 4.0%",
        "syn_area_um2": 930,
        "largest_area_cell": "xnor2_1",
        "ys_area_um2": 930,
        "synth_warnings": 2,
        "synth_cell_types": 48,
        "post-synth-top-area-fraction_pct": 14.1,
        "ys_seq_share_pct": 0,
        "ys_cells": 127,
    },
    "layout": {
        "nFlopsAndLatches": 0,
        "finish.utilization_pct": 42.8,
        "nClkBuffers": 0,
        "regArea_um2": 0,
        "drive_above_1_share_pct": 28.9,
        "final_cells": 212,
        "syn_to_final_growth_pct": 57.3,
        "final_area_um2": 1460,
    },
    "power_and_ir_drop": {
        "p_per_area_nw_per_um2": 141,
        "leakage_nw": 0.608,
        "peakVddDrop_mv": 0.0801,
    },
    "critical_path": {
        "worstPathCellList": "dlygate4sd2_1 > buf_4 > and3_1 > nor3_1 > buf_4 > a2111oi_4 > buf_2 > o311a_1 > nor4_2 > nand3_1 > clkdlybuf4s50_1",
        "worst_setup_path_end_kind": "output pin",
        "arrival_ns": 3.05,
        "worstSetupPathType": "in2out",
        "slowest_stage": "clkdlybuf4s50_1",
        "critPathLaunchType": "primary input",
        "crit_required_ns": 3.28,
        "setup.worst_path.start": "data1[0]",
        "cp_max_fo": 6,
        "slowest_delay_ns": 0.42,
        "cpMostUsedCell": "buf_4",
    },
    "floorplan": {
        "dieArea_um2": 6400,
        "io-pin-count": 27,
        "core_area_um2": 3420,
        "dieHeight_um": 80,
        "die_w_um": 80,
        "fp_util_pct": 27.2,
        "rows": 21,
    },
    "route": {
        "first_pass_iters": 4,
        "antenna_cells": 0,
        "drt_iter0_markers": 25,
        "wire_per_inst_um": 11.3,
        "ant_nets": 0,
        "vias_per_cell": 4.97,
        "via_count": 1053,
        "route.detailed.drc": 0,
        "wl_mm": 2.40,
    },
    "job": {
        "tool_warnings": 32,
        "drv_cap": 0,
    },
    "hold_path": {
        "hold_path_class": "in2out",
        "min-delay-start": "data0[0]",
    },
    "grt": {
        "grt_pass1_wl_mm": 4.12,
        "grt_start_max_net_pins": 16,
        "grt-ovfl-total": 0,
        "track_usage_pct": 7.28,
        "grt_pass1_vias": 1002,
        "antenna_found_initial": 0,
    },
    "sta": {
        "layout_min_cycle_time_ns": 3.87,
        "max_freq_ghz": 0.259,
        "setup_viol": 0,
        "worst_pin_slew_ns": 0.496,
        "finalMaxSlewViolations": 0,
        "rsz0062_at_grt": "no",
        "min_period_over_period_pct": 94.3,
        "final-hold-violation-count": 0,
        "slew_headroom_pct": 66.7,
    },
    "clocking": {
        "hold_buffers": 0,
    },
    "placed_design": {
        "dp_hpwl_mm": 1.92,
        "gp_congestion": 0.810,
        "dpl.cell_count": 210,
        "dpl_cell_area_um2": 1350,
        "io_buffers": 27,
    },
    "outcome": {
        "outcome": "completed",
    },
}
metal layers:
metal	vias to the layer above	share of wire, %	global-route usage, %
met2	27	46	12.5
met1	478	47	9.64
met4	0	0	0
li1	548	-	-
met3	0	7.2	1.48
met5	-	0	0
placed cells by master (no fill, tap or decap), types with 2 or more instances in the layout:
cell	n
maj3_1	3
nand3_1	3
and2_1	2
a41oi_1	2
buf_4	28
nor2_1	4
o31a_1	2
mux2i_1	2
dlymetal6s2s_1	4
nor4_1	4
nand2b_1	2
nand2_1	7
a21o_1	4
xnor2_1	15
nor3b_1	3
xor2_1	5
and3_1	3
nor2b_1	5
inv_1	4
nor4_2	2
clkdlybuf4s50_1	21
a21oi_1	3
o311a_1	4
nor3_1	3
timing repair:
action	4_1_cts	5_1_grt
resized	10	15
setup endpoints to repair	4	7
buffers inserted	1	0
pin swaps	4	4
cloned	0	1
cell usage after synthesis, types with 2 or more instances:
cell / instances
clkbuf_1: 2
o31a_1: 2
xnor2_1: 15
buf_2: 4
nand3_1: 3
and3_1: 3
nor3_1: 3
o311a_1: 4
mux2i_1: 2
nor2b_1: 5
o21ai_1: 2
nor2_1: 4
nand2b_1: 2
nor4_1: 6
nor3b_1: 5
inv_1: 4
a21o_1: 4
nand2_1: 7
maj3_1: 3
a21oi_1: 3
buf_4: 9
a41oi_1: 2
and2_1: 2
xor2_1: 6
buf_1: 2
logic make-up (layout without fill, tap and decap cells):
group / count (synthesis) / count (layout) / synth area share (%)
xor+xnor: 21 / 21 / 19.8
buf+inv: 22 / 61 / 13.9
mux: 3 / 3 / 4.58
simple gates: 46 / 46 / 28.9
compound gates: 32 / 32 / 29.6
fa+ha+maj: 3 / 3 / 3.23
worst max-delay path, delay by kind of cell:
family,cells,cell delay [ns]
AND-OR/OR-AND,2,0.39
buffers and inverters,5,1.14
AND/OR/NAND/NOR,4,0.69
report_power, final:
part	internal, W	switching, W	total, W	leakage (nW)
Clock	0	0	0	0
Sequential	0	0	0	0
Combinational	0.000126	0.0000804	0.000206	0.608
Total	0.000126	0.0000804	0.000206	0.608
metrics by stage:
step	total power, W	hold WS [ns]	TNS [ns]	worst slack, ns
5_1_grt	0.000229	2.54	0	0.000823
2_1_floorplan	0.000119	1.71	0	0.769
3_3_place_gp	0.000191	2.65	-0.346	-0.129
4_1_cts	0.000203	2.49	0	0.0145
3_5_place_dp	0.000192	2.67	-0.364	-0.144
6_report	0.000206	2.46	0	0.235
worst paths after layout:
path              cells after the start  endpoint  slack, ns
setup / recovery                     11    sum[6]       0.23
hold / removal                        4    sum[0]       2.46
layout make-up:
type                            instances  area [um2]
Fill cell                             344        1950
Inverter                                4        15.0
Multi-Input combinational cell        105         890
Tap cell                               46        57.6
Timing Repair Buffer                   57         500
Power is estimated from default activity; no workload was simulated.
